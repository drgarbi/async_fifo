==> design.v <==
module async_fifo #(
    parameter integer Depth = 16,
    parameter integer Width = 8
) (
    input rst_n,
    input             clk_wr,
    input             i_wr_en,
    input [Width-1:0] i_wr_data,
    input              clk_rd,
    input              i_rd_en,
    output [Width-1:0] o_rd_data,
    output o_full,
    output o_empty
);
  localparam integer PtrWidth = $clog2(Depth);
  logic              rd_ptr_inc_en;
  logic [PtrWidth:0] rd_bin_ptr;
  logic [PtrWidth:0] rd_bin_ptr_comb;
  logic [PtrWidth:0] rd_gray_ptr;
  logic [PtrWidth:0] wr_gray_ptr_sync;
  logic              wr_ptr_inc_en;
  logic [PtrWidth:0] wr_bin_ptr;
  logic [PtrWidth:0] wr_bin_ptr_comb;
  logic [PtrWidth:0] wr_gray_ptr;
  logic [PtrWidth:0] rd_gray_ptr_sync;
  assign rd_ptr_inc_en = i_rd_en & ~o_empty;
  assign wr_ptr_inc_en = i_wr_en & ~o_full;
  dpram #(
      .Depth(Depth),
      .Width(Width)
  ) inst_dpram (
      .rst_n,
      .clk_wr,
      .i_wr_en,
      .i_wr_full (o_full),
      .i_wr_ptr  (wr_bin_ptr[PtrWidth-1:0]),
      .i_wr_data,
      .clk_rd,
      .i_rd_en,
      .i_rd_empty(o_empty),
      .i_rd_ptr  (rd_bin_ptr[PtrWidth-1:0]),
      .o_rd_data
  );
  ptr_handler #(
      .PtrWidth(PtrWidth)
  ) inst_rd_ptr_handler (
      .clk           (clk_rd),
      .rst_n,
      .i_ptr_inc_en  (rd_ptr_inc_en),
      .o_bin_ptr_comb(rd_bin_ptr_comb),
      .o_bin_ptr     (rd_bin_ptr),
      .o_gray_ptr    (rd_gray_ptr)
  );
  ptr_handler #(
      .PtrWidth(PtrWidth)
  ) inst_wr_ptr_handler (
      .clk           (clk_wr),
      .rst_n,
      .i_ptr_inc_en  (wr_ptr_inc_en),
      .o_bin_ptr_comb(wr_bin_ptr_comb),
      .o_bin_ptr     (wr_bin_ptr),
      .o_gray_ptr    (wr_gray_ptr)
  );
  sync #(
      .NSync(2),
      .Width(PtrWidth + 1)
  ) inst_rd_gray_ptr_sync (
      .clk    (clk_rd),
      .rst_n  (rst_n),
      .i_async(rd_gray_ptr),
      .o_sync (rd_gray_ptr_sync)
  );
  sync #(
      .NSync(2),
      .Width(PtrWidth + 1)
  ) inst_wr_gray_ptr_sync (
      .clk    (clk_wr),
      .rst_n  (rst_n),
      .i_async(wr_gray_ptr),
      .o_sync (wr_gray_ptr_sync)
  );
  empty_flag #(
      .PtrWidth(PtrWidth)
  ) inst_empty_flag (
      .clk               (clk_rd),
      .rst_n             (rst_n),
      .i_rd_bin_ptr      (rd_bin_ptr_comb),
      .i_wr_gray_ptr_sync(wr_gray_ptr_sync),
      .o_empty
  );
  full_flag #(
      .PtrWidth(PtrWidth)
  ) inst_full_flag (
      .clk               (clk_wr),
      .rst_n             (rst_n),
      .i_rd_gray_ptr_sync(rd_gray_ptr_sync),
      .i_wr_bin_ptr      (wr_bin_ptr_comb),
      .o_full
  );
endmodule
module dpram #(
    parameter integer Depth = 8,
    parameter integer Width = 4,
    parameter integer PtrWidth = $clog2(Depth)
) (
    input rst_n,
    input                clk_wr,
    input                i_wr_en,
    input                i_wr_full,
    input [PtrWidth-1:0] i_wr_ptr,
    input [   Width-1:0] i_wr_data,
    input                       clk_rd,
    input                       i_rd_en,
    input                       i_rd_empty,
    input        [PtrWidth-1:0] i_rd_ptr,
    output logic [   Width-1:0] o_rd_data
);
  logic [Width-1:0] ram[Depth];
  logic rst_sync_n;
  sync #(
      .NSync(2)
  ) inst_rst_sync (
      .clk    (clk_rd),
      .rst_n  (rst_n),
      .i_async(1'b1),
      .o_sync (rst_sync_n)
  );
  always_ff @(posedge clk_wr) begin
    if (i_wr_en && ~i_wr_full) begin
      ram[i_wr_ptr] <= i_wr_data;
    end
  end
  always_ff @(posedge clk_rd or negedge rst_sync_n) begin
    if (!rst_sync_n) begin
      o_rd_data <= '0;
    end else if (i_rd_en && ~i_rd_empty) begin
      o_rd_data <= ram[i_rd_ptr];
    end
  end
endmodule
module empty_flag #(
    parameter integer PtrWidth = 2
) (
    input                     clk,
    input                     rst_n,
    input        [PtrWidth:0] i_rd_bin_ptr,
    input        [PtrWidth:0] i_wr_gray_ptr_sync,
    output logic              o_empty
);
  logic              rst_sync_n;
  logic [PtrWidth:0] wr_bin_ptr_sync;
  sync #(
      .NSync(2)
  ) inst_rst_sync (
      .clk    (clk),
      .rst_n  (rst_n),
      .i_async(1'b1),
      .o_sync (rst_sync_n)
  );
  gray2bin #(
      .Width(PtrWidth + 1)
  ) inst_gray2bin (
      .i_gray(i_wr_gray_ptr_sync),
      .o_bin (wr_bin_ptr_sync)
  );
  always_ff @(posedge clk or negedge rst_sync_n) begin
    if (!rst_sync_n) begin
      o_empty <= 1'b0;
    end else begin
      o_empty <= i_rd_bin_ptr == wr_bin_ptr_sync;
    end
  end
endmodule
module full_flag #(
    parameter integer PtrWidth = 2
) (
    input                     clk,
    input                     rst_n,
    input        [PtrWidth:0] i_rd_gray_ptr_sync,
    input        [PtrWidth:0] i_wr_bin_ptr,
    output logic              o_full
);
  logic rst_sync_n;
  logic [PtrWidth:0] rd_bin_ptr_sync;
  sync #(
      .NSync(2)
  ) inst_rst_sync (
      .clk    (clk),
      .rst_n  (rst_n),
      .i_async(1'b1),
      .o_sync (rst_sync_n)
  );
  gray2bin #(
      .Width(PtrWidth + 1)
  ) inst_gray2bin (
      .i_gray(i_rd_gray_ptr_sync),
      .o_bin (rd_bin_ptr_sync)
  );
  always_ff @(posedge clk or negedge rst_sync_n) begin
    if (!rst_sync_n) begin
      o_full <= 1'b0;
    end else begin
      o_full <= (i_wr_bin_ptr[PtrWidth] ^ rd_bin_ptr_sync[PtrWidth])
      & i_wr_bin_ptr[PtrWidth-1:0] == rd_bin_ptr_sync[PtrWidth-1:0];
    end
  end
endmodule
module gray2bin #(
    parameter integer Width = 4
) (
    input  [Width-1:0] i_gray,
    output [Width-1:0] o_bin
);
  genvar i;
  for (i = 0; i < Width; i++) begin : g_g2b
    assign o_bin[i] = ^(i_gray >> i);
  end
endmodule
module ptr_handler #(
    parameter integer PtrWidth = 2
) (
    input                     clk,
    input                     rst_n,
    input                     i_ptr_inc_en,
    output logic [PtrWidth:0] o_bin_ptr_comb,
    output logic [PtrWidth:0] o_bin_ptr,
    output logic [PtrWidth:0] o_gray_ptr
);
  logic              rst_sync_n;
  logic [PtrWidth:0] bin_ptr_d;
  logic [PtrWidth:0] gray_ptr_d;
  sync #(
      .NSync(2)
  ) inst_rst_sync (
      .clk,
      .rst_n,
      .i_async(1'b1),
      .o_sync (rst_sync_n)
  );
  always_comb begin
    if (i_ptr_inc_en) begin
      o_bin_ptr_comb = o_bin_ptr + 1'b1;
      gray_ptr_d     = (o_bin_ptr_comb >> 1) ^ o_bin_ptr_comb;
    end else begin
      o_bin_ptr_comb = o_bin_ptr;
      gray_ptr_d     = o_gray_ptr;
    end
  end
  always_ff @(posedge clk or negedge rst_sync_n) begin
    if (!rst_sync_n) begin
      o_bin_ptr  <= '0;
      o_gray_ptr <= '0;
    end else begin
      o_bin_ptr  <= o_bin_ptr_comb;
      o_gray_ptr <= gray_ptr_d;
    end
  end
endmodule
module sync #(
    parameter integer NSync = 2,
    parameter integer Width = 1
) (
    input              clk,
    input              rst_n,
    input  [Width-1:0] i_async,
    output [Width-1:0] o_sync
);
  logic [Width-1:0] sync[NSync];
  assign o_sync = sync[NSync-1];
  always_ff @(posedge clk or negedge rst_n) begin
    if (!rst_n) begin
      sync[0] <= {Width{1'b0}};
    end else begin
      sync[0] <= i_async;
    end
  end
  genvar i;
  for (i = 1; i < NSync; i++) begin : gen_sync
    always_ff @(posedge clk or negedge rst_n) begin
      if (!rst_n) begin
        sync[i] <= {Width{1'b0}};
      end else begin
        sync[i] <= sync[i-1];
      end
    end
  end
endmodule
==> run.sh <==
#!/bin/bash
# OpenROAD 26Q1-2900-gdf79404cd8, Yosys 0.63+post, stock flow scripts
make -C /OpenROAD-flow-scripts/flow DESIGN_CONFIG=/design/flow/config.mk WORK_HOME=/design/flow/orfs finish
==> config.mk <==
export PLATFORM = sky130hd
export DESIGN_NAME = async_fifo
export DESIGN_NICKNAME = async_fifo
export VERILOG_FILES = /design/flow/design.v
export SDC_FILE = /design/flow/constraint.sdc
export NUM_CORES = 4
export LEC_CHECK = 1
export CORE_UTILIZATION = 50
export SYNTH_HDL_FRONTEND = slang
==> constraint.sdc <==
current_design async_fifo

set clk_period 1.3
set clk_io_pct 0.2

create_clock -name clk0 -period $clk_period [get_ports {clk_rd}]
create_clock -name clk1 -period $clk_period [get_ports {clk_wr}]

set non_clock_inputs [all_inputs -no_clocks]
set_input_delay [expr $clk_period * $clk_io_pct] -clock clk0 $non_clock_inputs
set_output_delay [expr $clk_period * $clk_io_pct] -clock clk0 [all_outputs]
==> qor.csv <==
metric,value,unit
outcome,"complete, but fails checks",
failing checks,setup timing,
most common cell in the synthesized netlist,edfxtp_1,
RSZ-0062 raised after global routing,yes,
"Simple Share, Synth",5.01,%
yosys warns,0,
Crit Reg-Reg Endpoint,inst_dpram.o_rd_data[0]$_DFFE_PN0P_,
Syn Inst Count,415,
post-DP HPWL,9.24,mm
fin cells,736,
fin util,71.0,%
"Chip Area, Yosys",7250,um^2
first drt pass iteration count,4,
All-Layer GR Usage,23.3,%
I/O Buffers,21,
vias per inst,5.47,
cell count in the Yosys report,415,
Top logic family,multiplexers,
Yosys top cell by area,edfxtp_1,
post-route ant nets,0,
first-pass GRT wire length,23.0,mm
worst flop-to-flop path startpoint,inst_rd_ptr_handler.o_bin_ptr[0]$_DFF_PN0_,
Cells after DPL,671,
row cnt,43,
clk_skew,0.00565,ns
critical path data required time,1.45,ns
CP Class,register to register,
routed via count,4026,
"mux frac, synth",13.0,%
CP startpoint kind,register,
Max-Cap Viols,0,
Synth cell types,41,
r2r setup slk,-0.45,ns
fp_density,51.8,%
final hold vios,0,
die area,15000,um^2
class of the worst hold path,register to asynchronous set/reset pin,
Pwr Density,2420,nW/um^2
Total Power,0.0240,W
Die W,122,um
Syn Area/Cell,17.5,um^2
Setup WS pre-CTS,-0.620,ns
Worst setup EP type,register,
Residual DRC,0,
yosys aoi share,3.75,%
die height,122,um
final slew viol count,0,
endpoints failing setup,147,
largest net degree at the start of global routing,25,
routed length per placed instance,19.9,um
Clock Sinks,182,
"Cell Area, Placed",8530,um^2
gr ovfl total,0,
vias in the first global route,4208,
main flop type after synthesis,edfxtp_1,
stage-log warning count,32,
proportion of layout cells with a drive suffix above 1,46.9,%
Final Worst Setup Slack,-0.446,ns
gpl congestion,0.807,
WL final,14.7,mm
synthesized area,7250,um^2
R2R depth,5,
design area,9940,um^2
Adder Area Share,0.863,%
leading post-synthesis cells by cell area,"edfxtp_1, dfrtp_1, mux4_2",
DR iter-0 viols,281,
VDD IR max,1570,uV
P_leak,3.63,nW
"Seq/Total Area, Yosys",71.7,%
Async SR Flop Fraction,29.7,%
Clock transition at path regs,0.06,ns
Post-synth EDFFs,128,
CP arrival,1.90,ns
io pins,23,
CTS tree,built,
Synth top cells by count,"edfxtp_1, dfrtp_1, mux4_2",
Area Growth Syn to Fin,37.2,%
"flops & latches, synth",182,
xor/xnor share,3.83,%
"Max FO, Critical Path",11,
initial antenna violation count,0,
# diodes,0,
core area,14000,um^2
Max-area cell share,53.0,%
-- per-stage QoR --
| stage | hold WS [ns] | TNS (ns) |
|---|---|---|
| final | 0.199 | -36.22 |
| after detailed placement | 0.208 | -70.69 |
| after CTS | 0.202 | -33.02 |
| after global placement | 0.207 | -69.31 |
| after global routing | 0.224 | -43.63 |
| after floorplan | -0.0356 | -22.22 |
-- flip-flops by register name, indices dropped and copies added (netlist names), 5 cells and up --
register / count
inst_rd_gray_ptr_sync.o_sync: 5
inst_wr_ptr_handler.o_bin_ptr: 5
inst_rd_ptr_handler.o_bin_ptr: 5
inst_rd_ptr_handler.o_gray_ptr: 5
inst_wr_gray_ptr_sync.sync: 5
inst_dpram.o_rd_data: 8
inst_wr_gray_ptr_sync.o_sync: 5
inst_rd_gray_ptr_sync.sync: 5
inst_wr_ptr_handler.o_gray_ptr: 5
inst_dpram.ram: 128
-- cell type report --
class,instances,area [um^2]
sequential,182,5200
fill,832,4050
multi-input combinational,207,2460
timing repair buffer,124,1310
clock buffer,23,564
tap,180,225
clock inverter,16,146
inverter,4,20.0
-- critical path, stage by stage (launching register included) --
cell and delay [ns]:
dfrtp_2 0.46, buf_12 0.18, mux4_2 0.52, mux2_2 0.29
o22ai_2 0.11, a31oi_1 0.06
-- what timing repair did --
| action | CTS | global route |
|---|---|---|
| gates resized | 84 | 38 |
| pin swaps | 33 | 23 |
| setup endpoints to repair | 158 | 155 |
| hold buffers | 0 | 0 |
| setup buffers | 26 | 7 |
-- worst max-delay path by stage --
stage | startpoint | end | cells past startpoint | slack, ns
finish | inst_rd_ptr_handler.o_bin_ptr[0]$_DFF_PN0_ | inst_dpram.o_rd_data[0]$_DFFE_PN0P_ | 5 | -0.45
global route | inst_rd_ptr_handler.o_bin_ptr[0]$_DFF_PN0_ | inst_dpram.o_rd_data[7]$_DFFE_PN0P_ | 5 | -0.52
CTS | inst_rd_ptr_handler.o_bin_ptr[0]$_DFF_PN0_ | inst_dpram.o_rd_data[3]$_DFFE_PN0P_ | 5 | -0.47
-- routing by layer --
layer  vias to the layer above  global-route usage, %  part of all wire [%]
met5                         -                      0                     0
met2                       169                   30.1                    44
met1                      1982                   41.0                    44
met4                         0                   3.28                   2.0
li1                       1851                      -                     -
met3                        24                   12.2                    10
-- layout by cell type (no fill, tap or decap), types with 3 or more instances in the layout --
master           count
dfrtp_2              7
xor2_1               5
nand2_2              3
xnor2_2              5
xnor2_1             16
clkbuf_16           22
o21ai_1              9
edfxtp_1           128
nand2b_4             3
dlygate4sd2_1        8
o22ai_2              7
a31oi_1             11
nand2_1             24
inv_6                5
nand2b_1             3
clkinv_4             3
mux4_2              33
nand2_8              3
mux2i_2              3
dfrtp_1             47
clkdlybuf4s50_1     11
buf_12              19
buf_6               24
ha_4                 4
nor3_4               5
mux2_2               4
mux2i_1              5
xor2_2               3
nor2_4              12
o21a_1               4
mux2_4               5
buf_4               59
-- logic make-up after synthesis --
group,Yosys count
and+or+nand+nor,76
muxes,51
xor gates and xnor gates,30
other,1
buffers and inverters,27
adders and majority gates,5
DFF,182
AOI/OAI and AO/OA,43
-- where the power goes --
group | switching [W] | leakage [nW] | internal (W)
sequential | 0.000818 | 1.80 | 0.00742
combinational | 0.00443 | 1.49 | 0.00554
clock | 0.00238 | 0.347 | 0.00342
Power and IR drop assume default switching activity.
